==> /design/flow/config.mk <==
export PLATFORM = sky130hd
export DESIGN_NAME = BufferController
export DESIGN_NICKNAME = BufferController
export VERILOG_FILES = /design/flow/design.v
export SDC_FILE = /design/flow/constraint.sdc
export NUM_CORES = 4
export LEC_CHECK = 1
export CORE_AREA = 10 10 84 84
export DIE_AREA = 0 0 94 94
==> /design/flow/constraint.sdc <==
current_design BufferController

set clk_period 6.1
set clk_io_pct 0.2

create_clock -name clk0 -period $clk_period [get_ports {clk}]

set non_clock_inputs [all_inputs -no_clocks]
set_input_delay [expr $clk_period * $clk_io_pct] -clock clk0 $non_clock_inputs
set_output_delay [expr $clk_period * $clk_io_pct] -clock clk0 [all_outputs]
==> /design/flow/design.v <==
module BufferController(clk, rst, output_data, bits_used, record_bits, output_bits);
	input clk, rst;
	input record_bits, output_bits;
	output output_data;
	output reg [10:0] bits_used;
	reg boolean = 0;
	always @(posedge clk or posedge rst) begin
		if (rst) begin
			bits_used <= 11'b0;
			boolean <= 0;
		end else begin
			if (record_bits == 1 && output_bits != 1 && bits_used < 11'd1024) begin
				if (boolean == 1) begin
					bits_used <= bits_used + 1;
				end
				boolean <= ~boolean;
			end else if (record_bits != 1 && output_bits == 1 && bits_used > 12'b0) begin
				bits_used <= bits_used - 1'b1;
			end
		end
	end
	assign output_data = ( ((bits_used - 1) / 8) >> (((bits_used - 1) % 8)) ) & 8'b00000001;
endmodule
==> /design/flow/run.sh <==
#!/bin/bash
# OpenROAD 26Q1-2900-gdf79404cd8, Yosys 0.63+post, stock flow scripts
make -C /OpenROAD-flow-scripts/flow DESIGN_CONFIG=/design/flow/config.mk WORK_HOME=/design/flow/orfs finish
==> metrics.yaml <==
status: "finished clean"
topCellsByArea: "dfrtp_1, ha_1, xnor2_1, mux2_2, nand2_1"
diodes: 0
cp_data_arrival_time_ns: 3.97
fp_util_pct: 20.8
fmax_mhz: 262
grt_first_pass_wirelength_mm: 4.30
power_frac_seq_pct: 23.5
viasPerCell: 4.38
drv_cap: 0
cts_inserted_buffers: 3
die_area_um2: 8840
cts_tree: "yes"
ys_ff: 12
ys_seq_share_pct: 27.8
core.rowCount: 26
holdWs_ns: 0.501
rsz0062_at_grt: "false"
top_area_cell: "dfrtp_1"
postSynthCellCount: 109
crit_path_end_kind: "flip-flop"
cts_resized: 0
final_max_slew_viol_count: 0
first_pass_iters: 4
top_area_share_pct: 27.8
min_period_ns: 3.81
cp-start-kind: "input port"
utilization_pct: 25.9
clk_pin_slew_ns: 0.05
yosys-stat-cells: 109
power_density_nw_per_um2: 604
ys_types: 37
async_flop_share_pct: 100
clockPowerShare_pct: 8.8
p_switching_uw: 341
grt_pass1_vias: 883
setup_viol: 0
finalClockPeriodUsage_pct: 62.5
pin_count: 16
antenna_found_initial: 0
intPower_uw: 473
post_cts_buffers: 0
dpl_cell_area_um2: 1310
clock_latency_ns: 0.24
syn-mean-instance-area_um2: 9.92
fp.coreArea_um2: 5200
power_uw: 815
antenna_left: 0
hold_path_depth: 1
p_leak_uw: 0.000531
gr-usage-met1_pct: 8.05
fillers: 560
route.detailed.wl_per_inst_um: 12.6
port_buffers: 15
cts_max_level: 1
switching_share_pct: 41.9
yosysWarnings: 1
use_met3_pct: 1.45
layout_top_cells: "clkdlybuf4s50_1, dfrtp_1, ha_1"
worst_r2r_path_depth: 7
drt_iter0_drc: 26
post-route-drc-count: 0
clock_path_buffers: 2
root_buffer: "clkbuf_8"
tns_ns: 0
lay_top_count: "clkdlybuf4s50_1"
design_area_um2: 1350
busiest_layer: "met2"
globalplace.congestion: 0.919
drive_gt1_share_pct: 11.1
hold_path_class: "reg -> reg"
relSlewSlack_pct: 50.3
synth_area_um2: 1080
flop_cell: "dfrtp_1"
critical_path_class: "in -> reg"
die_width_um: 94
use_met2_pct: 9.22
crit_fanout: 11
area_growth_pct: 24.8
comb_power_share_pct: 67.7
ir_drop_v: 0.000197
dpl.hpwl_mm: 1.91
cp.required_ns: 6.26
fp.dieH_um: 94
routed_wl_mm: 2.48
clock_skew_ns: 0.00367
grt.total_usage_pct: 5.88
edf_count: 0
worstMarginPinSlew_ns: 0.725
cts.sinks: 12
overflow: 0
grt_max_degree: 13
finalHoldViolations: 0
ctsHoldBuffers: 0
dr_total_vias: 858
warning_count: 26
yosys_area_um2: 1080
==> per-layer routing <==
| layer | part of all wire (%) | up-vias |
|---|---|---|
| li1 | - | 444 |
| met4 | 2.5 | 0 |
| met1 | 49 | 395 |
| met3 | 5.6 | 5 |
| met5 | 0 | - |
| met2 | 43 | 14 |
==> layout make-up <==
type,count,area (um2),area share [%]
inverter,7,26.3,1.95
sequential,12,300,22.3
multi-input combinational,89,743,55.1
clock buffer,3,41.3,3.06
tap,70,87.6,6.49
timing repair buffer,15,150,11.1
==> path summary, 6_finish.rpt <==
check,start,endpoint,slack (ns)
setup / recovery,record_bits,bits_used[10],2.29
hold / removal,boolean,boolean,0.50
setup reg to reg,bits_used[10],bits_used[10],3.31
hold reg to reg,boolean,boolean,0.50
max in group asynchronous,rst,bits_used[8],4.46
min in group asynchronous,rst,bits_used[2],1.30
==> state kept, by name, indices dropped and copies added (netlist names) <==
register and cells:
boolean 1, bits_used 11
==> critical path, cell delays in order <==
cell and delay, ns:
clkdlybuf4s50_1 0.54, nand3b_1 0.41, fa_1 0.57, a21o_1 0.24, a221oi_4 0.30, o221ai_2 0.17, a2111oi_4 0.37, xnor2_1 0.15
==> cells in the mapped netlist (all sizes together), types with 2 or more instances <==
master  count
inv         7
nand2      10
mux2i       2
nor4        2
a21oi       7
ha         11
a31oi       2
nor2        6
nand3       3
o21ai       4
a21o        3
xor2        3
dfrtp      12
nand3b      3
mux2        4
o311ai      2
nor3        2
xnor2       9
==> cells by family (layout without fill, tap and decap cells) <==
kind of cell	count (synthesis)	after routing	share of synthesized area [%]
and+or+nand+nor	33	33	17.0
AOI/OAI and AO/OA	25	25	19.3
adders and majority gates	12	12	14.6
xor gates and xnor gates	12	12	9.72
DFF	12	12	27.8
buffers and inverters	8	25	3.47
muxes	7	7	8.10
==> stage by stage <==
stage	std cells	worst slack (ns)
finish	196	2.29
floorplan	109	2.80
global placement	193	2.11
CTS	196	2.30
detailed placement	193	2.08
global route	196	2.08
==> power by group through the flow <==
stage                 clock network, uW  registers, uW  logic, uW
final                              71.8            192        551
after global routing               77.3            203        628
after CTS                          74.2            192        559
Power and IR drop assume default switching activity.
